==> /design/flow/config.mk <==
export PLATFORM = sky130hd
export DESIGN_NAME = Control
export DESIGN_NICKNAME = Control
export VERILOG_FILES = /design/flow/design.v
export SDC_FILE = /design/flow/constraint.sdc
export NUM_CORES = 4
export LEC_CHECK = 1
export CORE_AREA = 10 10 70 70
export DIE_AREA = 0 0 80 80
==> /design/flow/constraint.sdc <==
current_design Control

set clk_period 1.6
set clk_io_pct 0.2

create_clock -name clk0 -period $clk_period

set non_clock_inputs [all_inputs -no_clocks]
set_input_delay [expr $clk_period * $clk_io_pct] -clock clk0 $non_clock_inputs
set_output_delay [expr $clk_period * $clk_io_pct] -clock clk0 [all_outputs]
==> /design/flow/design.v <==
`timescale 1ns / 1ps
module ALUCt(
    input rst,
    input[5:0] funct,
    input[1:0] alu_ct_op,
    output reg[3:0] alu_ct
    );
    always@(*)
        if(!rst)
            alu_ct <= 0;
        else
            case(alu_ct_op)
                2'b00:alu_ct= 4'b0010;
                2'b01:alu_ct= 4'b0110;
                2'b10:
                begin
                    case(funct)
                        6'b100001: alu_ct = 4'b0010;
                        default:
                        begin
                            alu_ct = 0;
                        end
                    endcase
                end
                default:
                begin
                    alu_ct = 0;
                end
            endcase
endmodule
`timescale 1ns / 1ps
module Control(
    input rst,
    input[5:0] ct_inst,
    input[5:0] aluct_inst,
    output ct_rf_dst,
    output ct_rf_wen,
    output ct_alu_src,
    output[3:0] ct_alu,
    output ct_mem_wen,
    output ct_mem_ren,
    output ct_data_rf,
    output ct_branch,
    output ct_jump
    );
    wire inst_r,inst_lw,inst_sw,inst_beq,inst_j,inst_addiu;
    wire[1:0] ct_alu_op;
    ALUCt aluct0(rst,aluct_inst,ct_alu_op,ct_alu);
    assign inst_r =(!ct_inst[5])&&(!ct_inst[4])&&(!ct_inst[3])&&(!ct_inst[2])&&(!ct_inst[1])&&(!ct_inst[0]); 
    assign inst_lw = (ct_inst[5])&&(!ct_inst[4])&&(!ct_inst[3])&&(!ct_inst[2])&&(ct_inst[1])&&(ct_inst[0]); 
    assign inst_sw = (ct_inst[5])&&(!ct_inst[4])&&(ct_inst[3])&&(!ct_inst[2])&&(ct_inst[1])&&(ct_inst[0]); 
    assign inst_beq = (!ct_inst[5])&&(!ct_inst[4])&&(!ct_inst[3])&&(ct_inst[2])&&(!ct_inst[1])&&(!ct_inst[0]); 
    assign inst_j = (!ct_inst[5])&&(!ct_inst[4])&&(!ct_inst[3])&&(!ct_inst[2])&&(ct_inst[1])&&(!ct_inst[0]); 
    assign inst_addiu = (!ct_inst[5])&&(!ct_inst[4])&&(ct_inst[3])&&(!ct_inst[2])&&(!ct_inst[1])&&(ct_inst[0]); 
    assign ct_rf_dst = rst?inst_r:0;
    assign ct_rf_wen = rst?inst_r || inst_lw||inst_addiu:0;
    assign ct_alu_src = inst_lw || inst_sw||inst_addiu;
    assign ct_alu_op[1:0] = {inst_r,inst_beq};
    assign ct_branch = rst?inst_beq:0;
    assign ct_jump = rst?inst_j:0;
    assign ct_mem_ren = inst_lw;
    assign ct_mem_wen = inst_sw;
    assign ct_data_rf = inst_lw;
endmodule
==> /design/flow/run.sh <==
#!/bin/bash
# OpenROAD 26Q1-2900-gdf79404cd8, Yosys 0.63+post, stock flow scripts
make -C /OpenROAD-flow-scripts/flow DESIGN_CONFIG=/design/flow/config.mk WORK_HOME=/design/flow/orfs finish
==> out/qor.csv <==
stage;metric;value;unit
routing;DR vias/cell;2.991;
sta;RSZ-0062 raised after global routing;yes;
floorplanning;# rows;21;
min_path;hold depth;4;
routing;routed vias;323;
sta;post-route setup slack;0.05564;ns
synth;top cells by area;buf_4 13%, nor2_1 13%, nor4_4 12%, and4b_1 11%, nand2_1 8.4%;
global_route;pin count of the biggest net entering global routing;7;
finish;Layout Area Growth over Synthesis;189.5;%
finish;Layout Cells excl Fill;108;
finish;registers;0;
worst_setup_path;crit end category;primary output;
floorplanning;die footprint;6400;sq um
synth;sequential fraction of the synthesis area;0;%
routing;DR WL met2;471;microns
floorplanning;Core Area;3416;sq um
job;tool warning count;33;
synth;mean post-synth cell area;5.964;sq um
global_route;vias in the first global route;333;
sta;max-slew violations;0;
place;worst slack, placed;-0.7379;ns
sta;setup tns final;0;ns
global_route;GRT Util Overall;2.979;%
min_path;min-delay src;ct_inst[5];
finish;share of layout cells above drive strength 1;46.77;%
synth;post-synth top area share;12.59;%
floorplanning;die span in y;80;microns
sta;fin crit period;1.544;ns
place;hpwl dp;853.6;microns
sta;Setup violations, final;0;
global_route;antenna violations before repair;0;
routing;DRT Wirelength;1021;microns
sta;period utilisation layout;96.52;%
worst_setup_path;CP max FO;6;
worst_setup_path;required time of the critical path;1.28;ns
global_route;first-pass GRT wire length;1600;microns
clocking;hold_buf cts;0;
job;Max Cap Viol;0;
synth;# Cells Yosys;30;
finish;Finished Cell Area;518.0;sq um
synth;Unique masters post-synth;15;
worst_setup_path;crit path DAT;1.22;ns
finish;Util after Layout;15.16;%
power;Max VDD drop;0.00003749;V
place;I/O Buffers;23;
synth;YS warnings;1;
place;Placed Area;493.0;sq um
power;LEAKAGE;0.2364;nW
finish;Flop area;0;sq um
global_route;grt total ovfl;0;
floorplanning;floorplan-stage core utilization;5.238;%
routing;final routed DRC violation total;0;
routing;1st-pass router iterations;3;
routing;diode count;0;
routing;DRT iter0 DRCs;9;
floorplanning;Die X;80;microns
worst_setup_path;Setup CP Type;in2out;
sta;Hold Vio Cnt, Final;0;
sta;max frequency;647.5;MHz
min_path;Hold Crit Class;in2out;
min_path;Hold EP;ct_alu_src;
floorplanning;io pins;25;
synth;Synth area leader;buf_4;
place;GPL Wtd Cong;0.7867;
synth;Mapped Cells;30;
routing;Metal-1 WL;442;microns
worst_setup_path;CP Launch Type;input pin;
routing;Top Metal Used;met3;
finish;clock buffers;0;
synth;YS chip area;178.9;sq um
place;DP Cell Count;103;
routing;WL per Instance;9.454;microns
run_status;status;finished clean;
power;pwr/cell area;149.1;nW/um^2
routing;post-route antenna net violation count;0;
finish;final-layout fill cell count;399;
synth;synthesized area;178.9;sq um
routing;metal3 WL;107;microns
-- how the worst max path moves through the flow --
stage / end / cells after the start / from / slack, ns
after CTS: ct_rf_wen / 7 / ct_inst[1] / 0.007
after global routing: ct_rf_wen / 7 / ct_inst[5] / -0.02
final: ct_rf_wen / 7 / ct_inst[5] / 0.06
-- power by group --
group	leakage, nW	switching, mW	internal, mW
clock	0	0	0
sequential	0	0	0
combinational	0.236	0.0317	0.0455
-- critical path, cell delays in order --
cell	delay, ns
buf_6	0.11
nor4_4	0.28
buf_4	0.15
buf_6	0.09
a41oi_2	0.03
a21oi_2	0.14
buf_2	0.11
-- per-stage QoR --
stage / hold slack [ns] / total power [mW]
2_1_floorplan: 0.6535 / 0.01651
3_3_place_gp: 1.663 / 0.07571
3_5_place_dp: 1.661 / 0.07700
4_1_cts: 0.9639 / 0.07625
5_1_grt: 0.9846 / 0.08527
6_report: 0.9582 / 0.07722
-- layer usage --
layer	GRT usage (%)	up-vias
li1	-	166
met1	3.626	141
met2	5.217	16
met3	1.023	0
met4	0	0
met5	0	-
-- cells in the mapped netlist --
cell      number
nand2_1        4
a41oi_1        1
nor4_4         1
conb_1         1
nor4b_1        1
nand3b_1       1
a31oi_1        1
nor2_1         6
inv_1          3
nand3_1        2
nor3_1         1
buf_4          3
and4b_1        2
nand4_1        1
a21oi_1        2
-- cell usage in the layout (no fill, tap or decap), drive strengths merged --
cell type and instances:
dlygate4sd2 5, nor3 1, a31oi 1, clkdlybuf4s15 5, inv 3, buf 22, nor4b 1, a21oi 2
nand3b 1, nand2 4, clkdlybuf4s50 2, nor4 1, nor2 6, conb 2, and4b 2, nand3 2
nand4 1, a41oi 1
-- cell type report --
cell class | count | area [sq um] | share of cell area (%)
multi-input combinational | 25 | 181.4 | 35.02
timing repair buffer | 34 | 267.8 | 51.69
inverter | 3 | 11.26 | 2.174
tap | 46 | 57.56 | 11.11
-- kinds of logic after synthesis --
kind of cell | after synthesis | share of synthesized area, %
buffers and inverters | 6 | 18.88
AND-OR/OR-AND | 4 | 13.99
other | 1 | 2.096
AND/OR/NAND/NOR | 19 | 65.03
-- what timing repair did --
item | 4_1_cts | 5_1_grt
hold endpoints to repair | 0 | 0
resized | 60 | 5
pin swaps | 13 | 6
setup buffers | 5 | 1
setup endpoints to repair | 10 | 7
Power figures rest on the tool's default switching activity, not on a simulated workload.
