--- run.sh ---
#!/bin/bash
# OpenROAD 26Q1-2900-gdf79404cd8, Yosys 0.63+post, stock flow scripts
make -C /OpenROAD-flow-scripts/flow DESIGN_CONFIG=/design/flow/config.mk WORK_HOME=/design/flow/orfs finish
--- constraint.sdc ---
current_design ALU

set clk_period 22.4
set clk_io_pct 0.2

create_clock -name clk0 -period $clk_period

set non_clock_inputs [all_inputs -no_clocks]
set_input_delay [expr $clk_period * $clk_io_pct] -clock clk0 $non_clock_inputs
set_output_delay [expr $clk_period * $clk_io_pct] -clock clk0 [all_outputs]
--- config.mk ---
export PLATFORM = sky130hd
export DESIGN_NAME = ALU
export DESIGN_NICKNAME = ALU
export VERILOG_FILES = /design/flow/design.v
export SDC_FILE = /design/flow/constraint.sdc
export NUM_CORES = 4
export LEC_CHECK = 1
export CORE_UTILIZATION = 30
--- design.v ---
`timescale 1ns / 1ps
module ALU(
    input rst,
    input[3:0] alu_ct,
    input[31:0] alu_src1, alu_src2,
    output alu_zero,
    output reg [31:0] alu_res
    );
    assign alu_zero= (alu_res==0)?1:0;
    always@(*)
        if(!rst)
        begin
            alu_res = 32'b0;
        end
        else
        begin
            case(alu_ct)
            4'b0010:
            begin
                alu_res = alu_src1 + alu_src2;
            end
            4'b0110:
            begin
                alu_res = alu_src1 - alu_src2;
            end
            default:
            begin
                alu_res = 32'b0;
            end
        endcase
    end
endmodule
==> ci_impl_report.md <==
### Yosys + OpenROAD results

| Metric | Value |
|---|---|
| Cell area after synthesis | `2630 sq um` |
| Comb power frac | `~100%` |
| Fillers | `865` |
| Drt pass-1 iters | `5` |
| Routed via count | `approximately 3,200` |
| Final Setup Violations | `0` |
| Placed Cells | `586` |
| Worst setup path category | `in2out` |
| RSZ-0062 raised after global routing | `no` |
| Syn_area_per_cell | `between 6 and 7 sq um` |
| Seq cells | `0` |
| Switching share of total power | `51.9%` |
| First-pass GRT wire length | `13,500 um` |
| Yosys cell count | `392` |
| Synthesis Warnings | `1` |
| Pwr Density | `approximately 27 nW/um^2` |
| Status | `finished clean` |
| Worst Tran Pin Value | `about 0.69 ns` |
| Global route total overflow | `0` |
| Drc violations | `0` |
| Max_slew headroom | `53.3%` |
| GRT Util Overall | `approximately a fifth` |
| Hold buffer count at cts | `0` |
| Crit path capture type | `primary output` |
| Number of gates resized after CTS | `0` |
| Die Span Y | `95.5 um` |
| Internal power | `47.6 uW` |
| Rows | `33` |
| Clock buf count | `0` |
| Pin count of the biggest net entering global routing | `19` |
| Tcrit/Tclk final | `about 67%` |
| Core Region | `approximately 8300 sq um` |
| Total chip power | `99.0 uW` |
| Vias in the first global route | `2,805` |
| Tool Warnings | `32` |
| Sw Pwr | `51.4 uW` |
| Final wirelength | `8830 um` |
| Yosys stat area | `around 2600 sq um` |
| Sequential element share of the synthesized area | `0%` |
| Fmax | `between 60 and 70 MHz` |
| Period minus WS final | `14.94 ns` |
| Worst VDD drop | `0.0149 mV` |
| Cell count after synthesis | `392` |
| # Max-Cap Violations | `0` |
| Setup TNS | `0 ns` |
| Layout cells sized above 1 | `2.49%` |
| Detail Route Antenna Nets | `0` |
| Largest fanout on the critical path | `6` |
| PortBufs | `102` |
| Die X | `around 96 um` |
| Leakage | `approximately 1.5 nW` |
| Vias per cell | `5.39` |
| Finished Layout Cells | `between 500 and 600` |
| Initial DRC count | `between 100 and 150` |
| WL/cell | `~15 um` |
| Area growth syn-to-layout | `42.3%` |
| Hold Violations, Final | `0` |
| Antenna violations before repair | `0` |
| FF/Latch Area | `0 sq um` |
| DP Wirelength | `around 7600 um` |
| Critical path arrival | `10.46 ns` |
| Die Area | `9130 sq um` |
| Startpoint type of the worst setup path | `input port` |
| Init Core Util | `31.5%` |
| Unique cell types | `50` |
| Final Slew Violations | `0` |
| Clock Power Share | `0%` |
| # IOs | `between 100 and 150` |
| Sequential Power Share | `0%` |
| Hold Path Class | `in2out` |
| Req. time, crit path | `17.92 ns` |
| Placer Congestion | `roughly 0.96` |
| Post-CTS Setup Bufs | `0` |
| Ant diodes | `0` |
[logic make-up (layout without fill, tap and decap cells)]
logic type	Yosys count	after routing	share of synthesized area, %
buffers and inverters	27	116	3.91
XOR/XNOR	56	56	18.7
multiplexers	3	3	1.14
AND-OR/OR-AND	127	127	31.4
adder cells (fa/ha/maj)	33	33	16.0
AND/OR/NAND/NOR	146	146	28.9
[layout by cell type (no fill, tap or decap), types with 2 or more instances in the layout]
cell type / count
a211oi_1: 2
a21o_1: 17
a21oi_1: 37
a21oi_2: 2
a221oi_1: 3
a31oi_1: 8
and2_1: 9
and3_1: 4
and4_1: 2
buf_4: 2
clkdlybuf4s50_1: 102
ha_1: 32
inv_1: 12
mux2i_1: 3
nand2_1: 31
nand2b_1: 7
nand3_1: 4
nand4_1: 11
nor2_1: 44
nor2b_1: 3
nor3_1: 3
nor4_1: 6
o2111ai_1: 2
o211ai_1: 2
o21a_1: 3
o21ai_0: 22
o21ai_1: 6
o21bai_1: 3
o31ai_1: 10
o41ai_1: 4
or3_1: 6
or4_1: 8
xnor2_1: 23
xor2_1: 33
[path summary, 6_finish.rpt]
| kind | from | end | slack, ns | cells after the start |
|---|---|---|---|---|
| worst max-delay path | alu_src2[2] | alu_zero | 7.46 | 20 |
| worst min-delay path | alu_src1[0] | alu_res[0] | 9.99 | 5 |
[worst max-delay path: stages]
cell and delay [ns]:
clkdlybuf4s50_1 0.49, nor4_1 0.37, and2_1 0.23, nand2_1 0.09
or2_2 0.29, or4_1 0.42, or4_1 0.54, o41ai_1 0.35
xor2_1 0.20, ha_1 0.32, and3_1 0.23, nand2_1 0.13
o21ai_0 0.11, a21oi_1 0.20, xnor2_1 0.14, nor2_1 0.06
or4b_1 0.53, or4_1 0.52, nor4b_2 0.26, clkdlybuf4s50_1 0.49
[cell type report]
class / instances / area, sq um / share of cell area [%]
Inverter: 12 / 45.0 / 1.21
Timing Repair Buffer: 104 / 1040 / 27.7
Tap cell: 105 / 131 / 3.52
Multi-Input combinational cell: 365 / 2520 / 67.5
[synthesized netlist by cell type, drive strengths merged, types with 3 or more instances]
cell type / count / share of area, %
o21a: 3 / 0.86
nand2b: 7 / 1.7
a21oi: 40 / 8.3
o21ai: 28 / 5.3
o31ai: 10 / 2.9
a21o: 17 / 4.9
or3: 6 / 1.4
inv: 12 / 1.7
a221oi: 3 / 1.0
or4: 8 / 2.3
nand2: 31 / 4.4
a211oi: 3 / 1.0
nor3: 4 / 0.95
nor2b: 3 / 0.72
nor4: 6 / 1.4
and3: 4 / 0.95
mux2i: 3 / 1.1
a31oi: 8 / 1.9
xor2: 33 / 11
nand3: 4 / 0.76
o21bai: 4 / 1.6
nor2: 44 / 6.3
xnor2: 23 / 7.7
and2: 9 / 2.1
ha: 32 / 15
clkbuf: 13 / 1.9
o41ai: 4 / 1.3
nand4: 11 / 2.6
[power groups by stage]
stage | combinational, mW | clock [mW] | sequential [mW]
4_1_cts | 0.0989 | 0 | 0
5_1_grt | 0.109 | 0 | 0
6_report | 0.0990 | 0 | 0
[layer usage]
| metal | wire length, um | global-route usage [%] | share of wire, % |
|---|---|---|---|
| met3 | 524 | 1.54 | 5.9 |
| met2 | 3960 | 31.1 | 45 |
| met4 | 82 | 1.62 | 0.93 |
| met5 | 0 | 0 | 0 |
| met1 | 4260 | 28.5 | 48 |
[stage by stage]
step | cell area [sq um] | setup slack [ns] | hold WS (ns) | utilization (%)
floorplan | 2630 | 9.04 | 9.10 | -
detailed placement | 3730 | 7.49 | 10.0 | 44.8
global placement | 3730 | 7.57 | 10.01 | 44.8
finish | 3730 | 7.46 | 9.99 | 44.8
CTS | 3730 | 7.46 | 10.01 | 44.8
global route | 3730 | 7.05 | 10.07 | 44.8
Power and IR drop assume default switching activity.
