<file path="flow/config.mk">
export PLATFORM = sky130hd
export DESIGN_NAME = RegFile
export DESIGN_NICKNAME = RegFile
export VERILOG_FILES = /design/flow/design.v
export SDC_FILE = /design/flow/constraint.sdc
export NUM_CORES = 4
export LEC_CHECK = 1
export CORE_UTILIZATION = 40
</file>
<file path="flow/constraint.sdc">
current_design RegFile

set clk_period 6.8
set clk_io_pct 0.2

create_clock -name clk0 -period $clk_period [get_ports {clk}]

set non_clock_inputs [all_inputs -no_clocks]
set_input_delay [expr $clk_period * $clk_io_pct] -clock clk0 $non_clock_inputs
set_output_delay [expr $clk_period * $clk_io_pct] -clock clk0 [all_outputs]
</file>
<file path="flow/run.sh">
#!/bin/bash
# OpenROAD 26Q1-2900-gdf79404cd8, Yosys 0.63+post, stock flow scripts
make -C /OpenROAD-flow-scripts/flow DESIGN_CONFIG=/design/flow/config.mk WORK_HOME=/design/flow/orfs finish
</file>
<file path="flow/design.v">
`timescale 1ns / 1ps
module RegFile(
    input clk,
    input rf_wen,
    input[4:0] rf_addr_r1,
    input[4:0] rf_addr_r2,
    input[4:0] rf_addr_w,
    input[31:0] rf_data_w,
    output[31:0] rf_data_r1,
    output[31:0] rf_data_r2
    );
    reg[31:0] file[31:0];
    integer i;
    initial 
    begin
        for(i = 0; i < 32; i=i+1) file[i] = 32'b0;
    end
    assign rf_data_r1 = file[rf_addr_r1];
    assign rf_data_r2 = file[rf_addr_r2];
    always@(negedge clk) 
    begin
        if (rf_wen) 
        begin
            file[rf_addr_w] = rf_data_w; 
        end
    end
endmodule
</file>
==> run notes <==
The flow run is done. Average detailed-routed wire length per instance landed at ~24 um. Area share of fa/ha/maj cells after synthesis landed at 0%. Initial antenna violation count landed at 5. Setup repair after global routing could not meet its margin everywhere. STA classifies the critical path endpoint as an output pin. Synthesis inferred 1024 register bits. Core utilization at floorplan landed at about two fifths. For reference, the top logic cell family by area is multiplexers. Post-synthesis cell area landed at 0.0488 sq mm. According to the floorplan log, the row count is ~130.

Maximum clock insertion buffer count landed at 3. The flow ran to the end, but the final reports show violations. Top cell type's share of synthesized area landed at a little over three fifths. The synthesis report gives the async set-or-reset register share as 0%. After detailed routing, the wire length on met1 is 57900 um. Endpoint required time on the critical path landed at 5.44 ns. In the power breakdown, the internal column shows 12600 uW. Chip height landed at ~350 um. The commonest register cell is edfxtp_1. TritonCTS built the clock tree.

In the Yosys report the total cell count is 3387. The synthesized design spends more area on one cell type than any other, namely edfxtp_1. Measured against the total synthesized area, the mux share comes to about a fifth. Number of enable-type register cells in the synthesized netlist landed at 1024.

In this run the maximum-capacitance check reported violations numbering 0. The placement report lists the number of port buffers as 112. In this run the critical path is formed by buf_4 > mux2i_1 > a22o_1 > nor3_4 > a31oi_1 > nand3_2 > buf_2. Looking at the setup timing report, the critical path kind is reg -> out. Part of the Yosys area used for sequential elements landed at 63.1%. Fraction of the mapped netlist area in compound gates landed at 8.05%.

Once placement finished, the instance area stood at around 0.053 sq mm. The final reports fail on negative setup slack. The floorplan step defined a die boundary enclosing between 0.1 and 0.15 sq mm. The final layout contains routed wiring with a total length of 154000 um. Number of failing hold endpoints at the final stage landed at 0. According to the dpl log, the detail-placed design has an HPWL of 89500 um. Clock network power share landed at approximately 52%. Total setup violations reported at the end of the flow landed at 18. Combinational power share landed at 8.0%.

Post-synthesis cell count landed at 3387. The total overflow left after global routing is 0. The CTS log lists the clock sinks for this run as 1024.

The register with the most flip-flops in the layout has 1024 of them. Looking at hold timing, the worst path starts from rf_addr_r1[1]. According to the Yosys statistics, the synthesized design has a chip area of 0.0488 sq mm. Net switching is 28.3% of the power. The cell sitting at the root of the clock tree is a clkbuf_16.

The clock H-tree reported by CTS has 3 levels. According to the timing report, the critical path is launched from file[2][11]$_DFFE_NP_. Unique cell type count in the Yosys netlist landed at 24. The first routing iteration left 2319 violations. IR analysis of the VDD net gives a maximum drop of 301 uV. Antenna violation net count after detailed routing landed at 0. Fraction of layout cells with a size suffix above 1 landed at between 10% and 20%.

Die boundary width landed at 351 um. After synthesis, the most frequently instantiated cells are edfxtp_1, mux2i_1, nand2_1, nand3_1. After detailed routing, the met2 layer carries about 71000 um of wire.

Worst max-slew margin expressed relative to the limit landed at 39.3%. Power comes to 17600 uW. I/O pin total landed at ~110.

From synthesis to final layout, the design area changed by 28.0%. According to the hold report, the worst path is of the in -> out type. The number of global-route vias before repair was 37800. The timing report gives the clock slew at the launch and capture registers of the worst setup and hold paths as 0.03 ns.

The critical path ends at rf_data_r2[11]. The worst setup path is launched from a register. In the detailed route, the total length drawn on met3 is 21000 um. The finished cells cover 0.0624 sq mm. TritonCTS buffer count landed at between 100 and 150. Global-route usage over all layers landed at 27.0%.

The stage logs contain a warning count of between 1000 and 1500. For reference, simple AND, OR, NAND and NOR cells occupy between 4 and 5% of the area reported after synthesis. In this run, the synthesized area fraction spent on xor and xnor cells is recorded as 0%. Across all layers, the routed design uses approximately 35000 vias. The first global-routing pass estimated between 200000 and 250000 um of wire. The transition time recorded at the tightest slew-check pin is 0.910 ns. Dividing total power by cell area gives a power density of 282 mW/mm^2.

Per-cell via count in the routed design landed at between 5 and 6. Warnings reported by Yosys during synthesis add up to 1. The timing report shows that the slowest cell on the worst path is edfxtp_1. The synthesis report lists the most area-consuming cells as edfxtp_1, mux2i_1, a22oi_1. Summed over all cells, the static leakage comes to approximately 0.027 uW. Cells fill 51.8% of the core in the end.

The longest incremental delay of any stage on the critical path is reported as 0.37 ns. Average cell area after synthesis landed at 14.4 sq um. Placer congestion estimate landed at about 0.9. Core area landed at 0.120 sq mm. For the final routed database, the setup TNS stands at -0.951 ns. The final timing report gives a worst setup slack of -0.179 ns. At the worst endpoint, the arrival time is 5.62 ns. Switching power landed at 4980 uW. Along the worst path, the maximum fanout reaches 2. In the log, the iteration count for the first detailed-route pass is 7. Entering global routing, the biggest net connects ~71 pins. Final routed DRC violation total landed at 0. For reference, the final report shows the max-slew violation count at 0. The flow reports that sequential cells draw between 40% and 50% of the design power. After detailed routing, no signal wire sits above met5.
==> routing by layer <==
| layer | vias to the layer above | GRT usage, % |
|---|---|---|
| li1 | 15800 | - |
| met1 | 16700 | 33.5 |
| met2 | 1772 | 37.8 |
| met3 | 226 | 18.5 |
| met4 | 16 | 10.6 |
| met5 | - | 1.33 |
==> worst min-delay path by stage <==
stage	slack, ns	depth (start not counted)	end
CTS	3.54	6	rf_data_r1[23]
global route	3.60	6	rf_data_r1[24]
finish	3.55	6	rf_data_r1[23]
==> stage by stage <==
stage               cells  hold WS [ns]  setup WS, ns
detailed placement   5083          3.93       -0.0145
global placement     5083          3.93       -0.0374
CTS                  6303          3.54        -0.187
floorplan            3387          2.98        -0.394
global route         6303          3.60        -0.358
finish               6305          3.55        -0.179
==> area by class of cell <==
class	count	area, sq um
clock buffer	115	2880
fill	9821	58100
multi-input combinational	2109	18300
timing repair buffer	322	3350
clock inverter	1121	5120
sequential	1024	30700
antenna	2	5.00
tap	1612	2020
==> layout by cell type, fill, tap and decap left out, drive strengths merged <==
cell           Yosys  layout
a21oi            192     192
a22o             128     128
a22oi            192     192
a31oi             64      64
and2               2       2
buf              176     269
bufinv             0      30
clkbuf            77     121
clkdlybuf4s50      0      46
clkinv             0       4
clkinvlp           0      21
diode              0       2
dlygate4sd2        0       1
edfxtp          1024    1024
inv                1    1066
mux2i           1024    1024
nand2            195     195
nand2b             4       4
nand3            194     194
nand3b             5       5
nor2              35      35
nor2b              4       4
nor3              64      64
or2                2       2
or3                1       1
or3b               3       3
==> kinds of logic (layout without fill, tap and decap cells) <==
family                 after synthesis  after routing
AOI/OAI and AO/OA                  576            576
buffers and inverters              254           1558
DFF                               1024           1024
muxes                             1024           1024
other                                0              2
and+or+nand+nor                    509            509
==> timing repair <==
action,CTS,global route
hold buffers,0,0
resized,416,32
endpoints found under the hold margin,0,0
setup buffers,7,3
endpoints found under the setup margin,64,61
pin swaps,170,98
==> critical path: cells and delay by family (launching register included) <==
| family | cells | cell delay (ns) |
|---|---|---|
| AND-OR/OR-AND | 2 | 0.41 |
| buffers and inverters | 2 | 0.32 |
| flip-flops | 1 | 0.37 |
| multiplexers | 1 | 0.13 |
| AND/OR/NAND/NOR | 2 | 0.27 |
==> power by group through the flow <==
stage         clock network (uW)  registers, uW  logic [uW]
CTS                         9320           7110        1390
finish                      9070           7110        1410
global route               10100           7100        1490
No activity file was given, so power comes from the tool's default toggle rates.
